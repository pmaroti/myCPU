### ./design.v
module myCPU (
    input  wire        CLK,       
    input  wire        RESET,     
    input  wire [7:0]  DI,        
    output reg  [15:0] AB,        
    output reg  [7:0]  DO,        
    output reg         RW         
);
parameter OP_FETCH1   = 8'h00;    
parameter OP_FETCH2   = 8'h01;    
parameter OP_MEMREAD  = 8'h02;    
parameter OP_MEMWRITE = 8'h03;    
reg [2:0] phase;                  
parameter regPCL       = 4'h0;
parameter regPCH       = 4'h1;
parameter regA         = 4'h2;
parameter regB         = 4'h3;
parameter regC         = 4'h4;
parameter regD         = 4'h5;
parameter regPOINTERL  = 4'h6;
parameter regPOINTERH  = 4'h7;
parameter regSTATUSL   = 4'h8;
parameter regSTATUSH   = 4'h9;
parameter regIR        = 4'hA;
parameter regJUMPL     = 4'hC;
parameter regJUMPH     = 4'hD;
parameter regE         = 4'hE;
parameter regF         = 4'hF;
parameter statusRegZ   = 3'd0;
parameter statusRegC   = 3'd1;
reg [7:0] pregs [0:15];       
reg        carry;             
reg [8:0] sum9;
reg [7:0] tmp;
reg [3:0]  selectedReg;       
parameter READ  = 1'b0;
parameter WRITE = 1'b1;
parameter INSTR_SET  = 3'h0;    
parameter INSTR_LD   = 3'h1;    
parameter INSTR_ST   = 3'h2;    
parameter INSTR_AND  = 3'h3;    
parameter INSTR_ADD  = 3'h4;    
parameter INSTR_NOT  = 3'h5;    
parameter INSTR_JP   = 3'h6;    
parameter INSTR_CHG  = 3'h7;    
integer i;
always @(posedge CLK) begin
    if (RESET) begin
        pregs[0] <= 8'h00;
        pregs[1] <= 8'h00;
        pregs[2] <= 8'h00;
        pregs[3] <= 8'h00;
        pregs[4] <= 8'h00;
        pregs[5] <= 8'h00;
        pregs[6] <= 8'h00;
        pregs[8] <= 8'h00;
        pregs[9] <= 8'h00;
        pregs[10] <= 8'h00;
        pregs[11] <= 8'h00;
        pregs[12] <= 8'h00;
        pregs[13] <= 8'h00;
        pregs[14] <= 8'h00;
        pregs[15] <= 8'h00;
        phase <= OP_FETCH1;
        AB    <= 16'h0000;
        DO    <= 8'h00;
        RW    <= READ;
        carry <= 1'b0;
        selectedReg <= 4'h0;
    end 
    else begin
        case (phase)
        OP_FETCH1: begin
            AB <= {pregs[regPCH], pregs[regPCL]};   
            RW <= READ;                             
            phase <= OP_FETCH2;                     
        end
        OP_FETCH2: begin
            pregs[regIR] <= DI;           
            case (DI[2:0])
                INSTR_SET: begin
                    selectedReg <= DI[7:4];     
                    {pregs[regPCH], pregs[regPCL]} <= 
                        {pregs[regPCH], pregs[regPCL]} + 16'd1;
                    AB <= {pregs[regPCH], pregs[regPCL]} + 16'd1;
                    RW <= READ;
                    phase <= OP_MEMREAD;
                end
                INSTR_LD: begin
                    selectedReg <= DI[7:4];                 
                    AB <= {pregs[regPOINTERH], pregs[regPOINTERL]};
                    RW <= READ;
                    phase <= OP_MEMREAD;
                end
                INSTR_ST: begin
                    AB <= {pregs[regPOINTERH], pregs[regPOINTERL]};
                    RW <= WRITE;
                    DO <= pregs[DI[7:4]];                   
                    phase <= OP_MEMWRITE;
                end
                INSTR_AND: begin
                    pregs[regA] <= pregs[regA] & pregs[DI[7:4]];
                    pregs[regSTATUSL][statusRegZ] <= 
                        ((pregs[regA] & pregs[DI[7:4]]) == 8'h00);
                    {pregs[regPCH], pregs[regPCL]} <= 
                        {pregs[regPCH], pregs[regPCL]} + 16'd1;
                    phase <= OP_FETCH1;
                end
                INSTR_ADD: begin
                    sum9 = {1'b0, pregs[regA]} + {1'b0, pregs[DI[7:4]]};
                    pregs[regA] <= sum9[7:0];
                    pregs[regSTATUSL][statusRegC] <= sum9[8];
                    pregs[regSTATUSL][statusRegZ] <= (sum9[7:0] == 8'h00);
                    {pregs[regPCH], pregs[regPCL]} <= 
                        {pregs[regPCH], pregs[regPCL]} + 16'd1;
                    phase <= OP_FETCH1;
                end
                INSTR_NOT: begin
                    sum9[7:0] = ~pregs[DI[7:4]];
                    pregs[DI[7:4]] <= sum9[7:0];
                    pregs[regSTATUSL][statusRegZ] <= (sum9[7:0] == 8'h00);
                    {pregs[regPCH], pregs[regPCL]} <= 
                        {pregs[regPCH], pregs[regPCL]} + 16'd1;
                    phase <= OP_FETCH1;
                end
                INSTR_JP : begin
                    if (pregs[regSTATUSL][DI[6:4]] == DI[7]) begin
                        pregs[regPCL] <= pregs[regJUMPL];
                        pregs[regPCH] <= pregs[regJUMPH];
                    end
                    else begin
                        {pregs[regPCH], pregs[regPCL]} <= 
                            {pregs[regPCH], pregs[regPCL]} + 16'd1;
                    end
                    phase <= OP_FETCH1;                    
                end
                INSTR_CHG: begin
                    tmp = pregs[DI[7:4]];
                    pregs[DI[7:4]] <= pregs[regA];
                    pregs[regA] <= tmp;
                    {pregs[regPCH], pregs[regPCL]} <= 
                        {pregs[regPCH], pregs[regPCL]} + 16'd1;
                    phase <= OP_FETCH1;
                end
                default: begin
                    {pregs[regPCH], pregs[regPCL]} <= 
                        {pregs[regPCH], pregs[regPCL]} + 16'd1;
                    phase <= OP_FETCH1;
                end
            endcase
        end  
        OP_MEMREAD: begin
            pregs[selectedReg] <= DI;
            {pregs[regPCH], pregs[regPCL]} <= 
                {pregs[regPCH], pregs[regPCL]} + 16'd1;
            phase <= OP_FETCH1;
        end
        OP_MEMWRITE: begin
            {pregs[regPCH], pregs[regPCL]} <= 
                {pregs[regPCH], pregs[regPCL]} + 16'd1;
            phase <= OP_FETCH1;
        end
        default: phase <= OP_FETCH1;
        endcase  
    end  
end  
wire [0:7] r_regPCL = pregs[0];
wire [0:7] r_regPCH = pregs[1];
wire [0:7] r_regA = pregs[2];
wire [0:7] r_regB = pregs[3];
wire [0:7] r_regC = pregs[4];
wire [0:7] r_regD = pregs[5];
wire [0:7] r_regPOINTERL = pregs[6];
wire [0:7] r_regPOINTERH = pregs[7];
wire [0:7] r_regSTATUSL = pregs[8];
wire [0:7] r_regSTATUSH = pregs[9];
wire [0:7] r_regIR = pregs[10];
wire [0:7] r_regJUMPL = pregs[12];
wire [0:7] r_regJUMPH = pregs[13];
wire [0:7] r_regE = pregs[14];
wire [0:7] r_regF = pregs[15];
endmodule
### ./run.sh
#!/bin/bash
# OpenROAD 26Q1-2900-gdf79404cd8, Yosys 0.63+post, stock flow scripts
make -C /OpenROAD-flow-scripts/flow DESIGN_CONFIG=/design/flow/config.mk WORK_HOME=/design/flow/orfs finish
### ./config.mk
export PLATFORM = sky130hd
export DESIGN_NAME = myCPU
export DESIGN_NICKNAME = myCPU
export VERILOG_FILES = /design/flow/design.v
export SDC_FILE = /design/flow/constraint.sdc
export NUM_CORES = 4
export LEC_CHECK = 1
export CORE_UTILIZATION = 40
### ./constraint.sdc
current_design myCPU

set clk_period 7.0
set clk_io_pct 0.2

create_clock -name clk0 -period $clk_period [get_ports {CLK}]

set non_clock_inputs [all_inputs -no_clocks]
set_input_delay [expr $clk_period * $clk_io_pct] -clock clk0 $non_clock_inputs
set_output_delay [expr $clk_period * $clk_io_pct] -clock clk0 [all_outputs]
==> flow_summary.html <==
<p>Metrics extracted from the flow reports.</p>
<table>
<tr><th>Metric</th><th>Value</th></tr>
<tr><th colspan="2">Clock tree</th></tr>
<tr><td>H-Tree Level Count</td><td>4</td></tr>
<tr><td>Clock root buffer</td><td>sky130_fd_sc_hd__clkbuf_16</td></tr>
<tr><td>Clock sink total</td><td>161</td></tr>
<tr><td>Cts bufs inserted</td><td>17</td></tr>
<tr><td>Clock latency at the later pin of the worst-skew pair</td><td>0.43 ns</td></tr>
<tr><td>Post-cts resize count</td><td>0</td></tr>
<tr><td>CTS tree</td><td>yes</td></tr>
<tr><td>Clock Tree Buf Depth</td><td>2</td></tr>
<tr><td>CTS clk-pin slew, worst paths</td><td>0.07 ns</td></tr>
<tr><td>Post-cts hold-fix buffer tally</td><td>0</td></tr>
<tr><td>Setup Buffers After CTS</td><td>0</td></tr>
<tr><th colspan="2">Finish</th></tr>
<tr><td>Number of filler instances in the final layout</td><td>2,022</td></tr>
<tr><td>Most instantiated logic cell after routing</td><td>sky130_fd_sc_hd__nor2_1</td></tr>
<tr><td>Top library cells by usage in the layout, fill and taps aside</td><td>sky130_fd_sc_hd__nor2_1, sky130_fd_sc_hd__edfxtp_1, sky130_fd_sc_hd__nand2_1</td></tr>
<tr><td>Area occupied by multi-input gates</td><td>0.00416 mm2</td></tr>
<tr><td>Ratio of cells with drive above 1 in the final layout</td><td>0.121</td></tr>
<tr><td>Area added between synthesis and finish</td><td>11.4%</td></tr>
<tr><td>Register area</td><td>0.00450 mm2</td></tr>
<tr><th colspan="2">Flow run</th></tr>
<tr><td>Max-capacitance violation count</td><td>0</td></tr>
<tr><td>Tally of OpenROAD warnings</td><td>26</td></tr>
<tr><th colspan="2">Critical path</th></tr>
<tr><td>Kind of cell adding the most delay to the critical path</td><td>multiplexers</td></tr>
<tr><td>Required time at the endpoint of the critical path</td><td>7.25 ns</td></tr>
<tr><td>Kind of start point of the critical path</td><td>primary input</td></tr>
<tr><td>Kind of capture point of the worst setup path</td><td>flop</td></tr>
<tr><td>Flop-to-flop setup slack</td><td>3.16 ns</td></tr>
<tr><td>Max incr delay on CP</td><td>0.61 ns</td></tr>
<tr><td>Cell with the biggest individual delay on the critical path</td><td>sky130_fd_sc_hd__mux4_1</td></tr>
<tr><td>Critical-path cell list</td><td>buf_2, buf_4, mux4_1, mux4_2, ha_1, nor4_1, o21ai_0, nand3_1, nand3b_1, o41a_1, o32ai_1</td></tr>
<tr><td>Sum of buffers and inverters on the critical path</td><td>2</td></tr>
<tr><td>Data arrival at the endpoint of the critical path</td><td>5.31 ns</td></tr>
<tr><td>Startpoint-to-endpoint class of the critical path</td><td>primary input to flop</td></tr>
<tr><td>Maximum fanout encountered on the critical timing path</td><td>24</td></tr>
<tr><th colspan="2">Floorplan</th></tr>
<tr><td>Chip Width</td><td>153 um</td></tr>
<tr><td>Placeable core area</td><td>0.0221 mm2</td></tr>
<tr><td>Number of top-level design ports</td><td>35</td></tr>
<tr><td>Floorplan utilization</td><td>0.412</td></tr>
<tr><td>Row Count</td><td>54</td></tr>
<tr><td>Overall die height</td><td>153 um</td></tr>
<tr><td>Chip Area</td><td>0.0234 mm2</td></tr>
<tr><th colspan="2">Placed design</th></tr>
<tr><td>Dpl hpwl</td><td>18,400 um</td></tr>
<tr><td>Dpl ws</td><td>1.48 ns</td></tr>
<tr><td>Placer congestion estimate</td><td>0.934</td></tr>
<tr><td>Port buffer count</td><td>34</td></tr>
<tr><th colspan="2">STA</th></tr>
<tr><td>Relative slew margins</td><td>0.371</td></tr>
<tr><td>FMAX</td><td>198 MHz</td></tr>
<tr><td>Final worst hold slack</td><td>0.454 ns</td></tr>
<tr><td>Number of failing hold endpoints at the final stage</td><td>0</td></tr>
<tr><td>Worst-margin pin slew</td><td>0.936 ns</td></tr>
<tr><td>Final setup viols</td><td>0</td></tr>
<tr><td>RSZ-0062 raised after global routing</td><td>false</td></tr>
<tr><td>Clock Skew</td><td>0.0142 ns</td></tr>
<tr><td>Final Max Slew Viols</td><td>0</td></tr>
<tr><td>Shortest period the worst path allows</td><td>5.06 ns</td></tr>
<tr><td>Period utilization</td><td>0.723</td></tr>
<tr><td>Minimum setup slack in the final design</td><td>1.94 ns</td></tr>
<tr><td>Total negative slack for setup checks</td><td>0 ns</td></tr>
<tr><th colspan="2">Yosys</th></tr>
<tr><td>Most used flip-flop cell</td><td>sky130_fd_sc_hd__edfxtp_1</td></tr>
<tr><td>Average cell area after synthesis</td><td>10.6 um2</td></tr>
<tr><td>Area figure in the yosys stat output</td><td>0.00910 mm2</td></tr>
<tr><td>Sequential element share of the synthesized area</td><td>0.495</td></tr>
<tr><td>Total standard cell area after synthesis</td><td>0.00910 mm2</td></tr>
<tr><td>Cells in synth_stat.txt</td><td>862</td></tr>
<tr><td>Distinct lib cells</td><td>76</td></tr>
<tr><td>Number of cells produced by synthesis</td><td>862</td></tr>
<tr><td>Yosys warning count</td><td>1</td></tr>
<tr><td>Number of enable flip-flop cells</td><td>128</td></tr>
<tr><td>Fraction of registers with async set or reset after synthesis</td><td>0</td></tr>
<tr><td>Register bit total from synthesis</td><td>161</td></tr>
<tr><th colspan="2">Drt</th></tr>
<tr><td>Via density per instance</td><td>5.97</td></tr>
<tr><td>Count of antenna diodes in the layout</td><td>0</td></tr>
<tr><td>Post-DRT Antenna Nets</td><td>0</td></tr>
<tr><td>Number of design rule violations left after detail routing</td><td>0</td></tr>
<tr><td>Wire length reported by the detailed router</td><td>25,700 um</td></tr>
<tr><td>Detailed-route via count</td><td>6,948</td></tr>
<tr><td>First-pass detailed-route iteration total</td><td>5</td></tr>
<tr><td>Initial DRC count</td><td>570</td></tr>
<tr><td>Average routed wire per standard cell</td><td>22.1 um</td></tr>
<tr><th colspan="2">Run status</th></tr>
<tr><td>Status</td><td>complete, no violations</td></tr>
<tr><th colspan="2">Power and ir drop</th></tr>
<tr><td>Static leakage</td><td>3.75 nW</td></tr>
<tr><td>Power density over the cells</td><td>236 mW/mm2</td></tr>
<tr><td>Maximum ir drop on the vdd rail</td><td>0.119 mV</td></tr>
<tr><th colspan="2">GRT</th></tr>
<tr><td>Global-route usage over all layers</td><td>0.237</td></tr>
<tr><td>Largest net degree at the start of global routing</td><td>38</td></tr>
<tr><td>Antenna violations before repair</td><td>0</td></tr>
<tr><td>Overflow left after global routing</td><td>0</td></tr>
<tr><td>Vias in the first global route</td><td>6,467</td></tr>
<tr><td>Global-route wire length before repair</td><td>39,400 um</td></tr>
<tr><th colspan="2">Hold path</th></tr>
<tr><td>Hold/Removal Path Class</td><td>flop to flop</td></tr>
</table>
-- state kept, by name, indices dropped and copies added (netlist names) --
signal / cells
AB: 16
RW: 1
phase: 4
pregs: 128
DO: 8
selectedReg: 4
-- cells in the mapped netlist (all sizes together) (8+ instances only) --
master / n / area [um2]
a21oi: 28 / 144
a221oi: 15 / 138
inv: 21 / 78.8
buf: 34 / 245
clkbuf: 30 / 113
nor2: 172 / 678
a211oi: 22 / 200
ha: 10 / 125
xnor2: 12 / 105
edfxtp: 128 / 3840
dfxtp: 33 / 661
nor3: 26 / 135
a22o: 8 / 70.1
nand3: 21 / 105
a22oi: 9 / 82.6
nand2: 77 / 289
mux2i: 32 / 320
o21ai: 35 / 175
nor2b: 8 / 50.1
mux4: 25 / 601
o22ai: 9 / 56.3
-- power breakdown --
part           leakage, nW  internal (mW)  switching [mW]
Clock                0.274          0.503           0.408
Combinational         1.89          0.137           0.226
Sequential            1.59           1.08          0.0414
-- per-stage QoR --
stage,power [mW],util,area (um2),instances
after floorplan,1.37,-,9100,862
after global placement,1.50,0.433,9570,1131
after detailed placement,1.50,0.433,9570,1131
after CTS,2.41,0.459,10100,1163
after global routing,2.48,0.459,10100,1163
final,2.40,0.459,10100,1163
-- worst reg2reg max path, cell delays in order, from the launching register on --
cell,delay [ns]
sky130_fd_sc_hd__edfxtp_1,0.51
sky130_fd_sc_hd__mux4_2,0.53
sky130_fd_sc_hd__a22oi_1,0.20
sky130_fd_sc_hd__and2_1,0.25
sky130_fd_sc_hd__inv_1,0.10
sky130_fd_sc_hd__ha_1,0.26
sky130_fd_sc_hd__fa_1,0.44
sky130_fd_sc_hd__and3_1,0.23
sky130_fd_sc_hd__o21a_1,0.20
sky130_fd_sc_hd__o32ai_1,0.16
sky130_fd_sc_hd__nor2_1,0.10
sky130_fd_sc_hd__o41a_1,0.43
sky130_fd_sc_hd__o32ai_1,0.25
-- worst paths after layout --
path | start | end | cells after the start
max | DI[4] | pregs[8][0] | 11
min | DO[3] | DO[3] | 2
max reg2reg | pregs[0][0] | pregs[8][0] | 12
min reg2reg | DO[3] | DO[3] | 2
-- layer usage --
layer	routed length (um)	global-route usage	vias to the layer above
li1	-	-	3235
met1	11200	0.367	3274
met2	10700	0.324	391
met3	2770	0.0942	48
met4	1030	0.0707	0
met5	0	0.0145	-
-- logic make-up after synthesis --
logic type	synth area share
and+or+nand+nor	0.169
AOI/OAI and AO/OA	0.147
DFF	0.495
buffers and inverters	0.0480
muxes	0.109
xor gates and xnor gates	0.0173
adders and majority gates	0.0159
-- area by class of cell --
class,count,share of cell area
sequential,161,0.444
timing repair buffer,53,0.0466
inverter,21,0.00777
clock inverter,14,0.0142
multi-input combinational,616,0.410
tap,280,0.0346
clock buffer,18,0.0423
Power figures rest on the tool's default switching activity, not on a simulated workload.
